==> ./design.v <==
module mux_4 #(
    D_WIDTH = 32
) (
    input  logic [D_WIDTH-1:0] in0,
    input  logic [D_WIDTH-1:0] in1,
    input  logic [D_WIDTH-1:0] in2,
    input  logic [D_WIDTH-1:0] in3,
    input  logic [1:0]         sel,
    output logic [D_WIDTH-1:0] out
);
always_comb
case (sel)
    2'b00:   out = in0;
    2'b01:   out = in1;
    2'b10:   out = in2;
    2'b11:   out = in3;
    default: out = '0;
endcase
endmodule
module writeback # (
    parameter D_WIDTH = 32
) (
    input  logic [1:0]         result_src_w, 
    input  logic [D_WIDTH-1:0] ex_out_w,
    input  logic [D_WIDTH-1:0] read_data_w,
    input  logic [D_WIDTH-1:0] pc_plus4_w,
    output logic [D_WIDTH-1:0] result_w
);
mux_4 writeback_mux (
    .in0 (ex_out_w),
    .in1 (read_data_w),
    .in2 (pc_plus4_w),
    .in3 (32'b0),
    .sel (result_src_w),
    .out (result_w)
);
endmodule
==> ./run.sh <==
#!/bin/bash
# OpenROAD 26Q1-2900-gdf79404cd8, Yosys 0.63+post, stock flow scripts
make -C /OpenROAD-flow-scripts/flow DESIGN_CONFIG=/design/flow/config.mk WORK_HOME=/design/flow/orfs finish
==> ./config.mk <==
export PLATFORM = sky130hd
export DESIGN_NAME = writeback
export DESIGN_NICKNAME = writeback
export VERILOG_FILES = /design/flow/design.v
export SDC_FILE = /design/flow/constraint.sdc
export NUM_CORES = 4
export LEC_CHECK = 1
export CORE_AREA = 10 10 86 86
export DIE_AREA = 0 0 96 96
==> ./constraint.sdc <==
current_design writeback

set clk_period 2.8
set clk_io_pct 0.2

create_clock -name clk0 -period $clk_period

set non_clock_inputs [all_inputs -no_clocks]
set_input_delay [expr $clk_period * $clk_io_pct] -clock clk0 $non_clock_inputs
set_output_delay [expr $clk_period * $clk_io_pct] -clock clk0 [all_outputs]
==> summary.txt <==
run results: status=finished clean, crit path capture type=output port, FMAX=0.384 GHz, Area leader share=0.407, Post-Synthesis Cells=~77, Power Density=around 150 mW/mm2, ys cells=slightly below 80, Worst slew margin=0.705, crit share post-route=0.930, Via density=4.14, number of sequential cells=0, io pins=approximately 130, Fin Hold WS=between 2 and 2.5 ns, Yosys warning count=1, Final min period=approximately 2.6 ns, Max-Cap Viols=0, worst path arrival time=roughly 2.0 ns, IO buf count=about 130, antenna violations before repair=0, Die Wd=between 90 and 100 um, Detailed Route Iter0 Violations=23, unrepaired setup endpoints after global routing=false, Setup violations, final=0, Final GP Congestion=roughly 0.85, Post-CTS Setup Repair Bufs=0, Die Area=between 0.009 and 0.01 mm2, Antenna Violating Nets Remaining=0, area added between synthesis and finish=173%, Max rail drop VDD=roughly 0.058 mV, largest area contributor in the netlist=mux2i_1, DP HPWL=just over 4 mm, core box area=about 0.0055 mm2, post-route DRC violation count=0, Slew Limit Fails=0, Clock Buffer Count=0, CP Class=in -> out, Final Cell Area=approximately 0.0021 mm2, DR WL/cell=17.0 um, post-synthesis cell area=approximately 790 um2, Yosys cell types=8, Rows=27, DP Worst Slack=between 0.15 and 0.2 ns, Layout Utilization=0.387, critical path data required time=approximately 2.2 ns, CTS resizes=0, Pre-antenna DRT Iters=3, Core Util at FP=0.142, Placed Cells incl. Taps=approximately 270, Setup TNS=0 ns, diode count=0, leakage power=between 0.8 and 0.9 nW, yosys stat chip area=approximately 800 um2, Post-Layout Cell Count=around 270, share of cells above drive strength 1=0.0896, Area after DPL=around 0.0021 mm2, first-pass GRT wire length=~6.6 mm, vias in the first global route=between 1k and 1.5k, measured slew at the worst slew-check pin=0.443 ns, gr usage total=0.0892, final WL=about 4.6 mm, Synth Seq Share=0, Vias=roughly 1.1k, Synth top cells by count=mux2i_1, o2bb2ai_1, o2bb2ai_2, Top cells by area=mux2i_1, o2bb2ai_1, o2bb2ai_2, buf_6, nor2b_4, CTS Hold Bufs=0, final worst setup slack=0.197 ns, Pwr Total=~320 uW, Post-Syn Area per Cell=about 10 um2, FF+latch area=0 um2, Critical Path Source Type=input port, pin count of the biggest net entering global routing=33, most common cell in the netlist=mux2i_1, Log Warnings=32, GR Overflow Total=0, Hold Crit Class=in -> out, Fin. Hold Viols=0, Max Fanout on Critical Path=15, Die Height=between 90 and 100 um
==> layer usage <==
layer / share of wire / vias to the layer above / track usage
met5: 0 / - / 0
met4: 0 / 0 / 0
met3: 0.16 / 0 / 0.0503
met2: 0.46 / 73 / 0.151
met1: 0.38 / 489 / 0.102
li1: - / 568 / -
==> critical path, stage by stage <==
cell	delay (ns)
clkdlybuf4s50_1	0.48
nor2b_4	0.20
buf_12	0.18
o2bb2ai_1	0.12
clkdlybuf4s50_1	0.50
==> path summary, 6_finish.rpt <==
path / from / to / cells after the start
worst max-delay path: result_src_w[1] / result_w[6] / 5
worst min-delay path: pc_plus4_w[10] / result_w[10] / 3
==> where the power goes <==
| part | total [mW] | internal (mW) | switching [mW] |
|---|---|---|---|
| clock network | 0 | 0 | 0 |
| registers | 0 | 0 | 0 |
| logic | 0.315 | 0.234 | 0.0810 |
==> final cells by class <==
type	instances	area, um2
well taps	72	90.1
repair buffers	136	1380
multi-input cells	65	677
fillers	571	3390
==> cell families after synthesis <==
logic type,Yosys count,share of synthesized area
multiplexers,32,0.407
AND/OR/NAND/NOR,1,0.0175
buffers and inverters,12,0.140
AND-OR/OR-AND,32,0.436
==> layout by cell type (no fill, tap or decap) <==
| master | synthesis | layout |
|---|---|---|
| buf_4 | 1 | 3 |
| o2bb2ai_1 | 22 | 22 |
| mux2i_1 | 32 | 32 |
| o2bb2ai_2 | 10 | 10 |
| buf_12 | 0 | 3 |
| buf_2 | 1 | 1 |
| clkdlybuf4s50_1 | 0 | 129 |
| nor2b_4 | 1 | 1 |
No activity file was given, so power comes from the tool's default toggle rates.
