--- flow/config.mk ---
export PLATFORM = sky130hd
export DESIGN_NAME = execute
export DESIGN_NICKNAME = execute
export VERILOG_FILES = /design/flow/design.v
export SDC_FILE = /design/flow/constraint.sdc
export NUM_CORES = 4
export LEC_CHECK = 1
export CORE_UTILIZATION = 30
--- flow/constraint.sdc ---
current_design execute

set clk_period 73.1
set clk_io_pct 0.2

create_clock -name clk0 -period $clk_period [get_ports {clk}]

set non_clock_inputs [all_inputs -no_clocks]
set_input_delay [expr $clk_period * $clk_io_pct] -clock clk0 $non_clock_inputs
set_output_delay [expr $clk_period * $clk_io_pct] -clock clk0 [all_outputs]
--- flow/design.v ---
module alu #(
    parameter D_WIDTH = 32
) (
    input  logic [D_WIDTH-1:0] aluop1,
    input  logic [D_WIDTH-1:0] aluop2,
    input  logic [3:0]         aluctrl,
    input  logic [2:0]         funct3,
    output logic [D_WIDTH-1:0] aluout,
    output logic               eq
);
always_comb begin
    casez (aluctrl)
        4'b0000: begin  
            aluout = aluop1 + aluop2;
        end
        4'b0001: begin  
            aluout = aluop1 - aluop2;
        end
        4'b0111: begin  
            aluout = aluop1 << aluop2;
        end
        4'b1000: begin  
            aluout = aluop1 >> aluop2;
        end
        4'b0100: begin  
            aluout = aluop1 ^ aluop2;
        end
        4'b0010: begin  
            aluout = aluop1 & aluop2;
        end
        4'b0011: begin  
            aluout = aluop1 | aluop2;
        end
        4'b0101: begin  
            aluout = {{D_WIDTH-1{1'b0}}, $signed(aluop1) < $signed(aluop2)};
        end
        4'b0110: begin  
            aluout = {{D_WIDTH-1{1'b0}}, aluop1 < aluop2};
        end
        4'b1001: begin  
            aluout = $signed(aluop1) >>> aluop2;
        end
        4'b1111: begin  
            aluout = aluop2;
        end
        default: begin
            aluout = 32'b0;
        end
    endcase
end
always_comb begin
    case (funct3)
        3'b000: eq = aluop1 == aluop2;
        3'b001: eq = aluop1 != aluop2;
        3'b100: eq = $signed(aluop1) < $signed(aluop2);
        3'b101: eq = $signed(aluop1) >= $signed(aluop2);
        3'b110: eq = aluop1 < aluop2;
        3'b111: eq = aluop1 >= aluop2;
        default: eq = 1'b0;
    endcase
end
endmodule
module div #(
    parameter D_WIDTH = 32
) (
    input  logic               clk,
    input  logic               rst,
    input  logic               cache_stall,
    input  logic               start,        
    input  logic [1:0]         div_ctrl,
    input  logic [D_WIDTH-1:0] numerator,    
    input  logic [D_WIDTH-1:0] denominator,  
    output logic [D_WIDTH-1:0] result,
    output logic               div_busy      
);
logic [5:0] counter;
typedef enum logic [1:0] {
    IDLE,
    INIT,
    DIVIDE,
    DONE
} state_t;
state_t state, next_state;
logic [D_WIDTH:0]   div_r;
logic [D_WIDTH-1:0] div_q;
logic [D_WIDTH-1:0] div_shift;
logic [D_WIDTH:0]   div_d;
logic [D_WIDTH-1:0] n_reg;
logic [D_WIDTH-1:0] d_reg;
logic               sign_q;
logic               sign_r;
logic               is_signed;
logic               start_q;
logic               busy_q;
logic               start_pulse;
assign start_pulse = start & ~start_q & ~cache_stall;
assign is_signed   = (div_ctrl == 2'b00) || (div_ctrl == 2'b10);
always_comb begin
    next_state = state;
    case (state)
        IDLE: if (start_pulse)
            next_state = INIT;
        INIT: next_state = DIVIDE;
        DIVIDE: if (counter == 6'd31)
            next_state = DONE;
        DONE: next_state = IDLE;
    endcase
end
always_ff @(posedge clk or posedge rst) begin
    if (rst) begin
        state   <= IDLE;
        counter <= 6'd0;
        start_q <= 1'b0;
        busy_q  <= 1'b1;
    end else begin
        state   <= next_state;
        if (state == IDLE && start_pulse) begin
            n_reg <= numerator;
            d_reg <= denominator;
        end
        if (state == IDLE)
            start_q <= 1'b0;
        else
            start_q <= 1'b1;
        if (state == DONE)
            busy_q  <= 1'b0;
        else
            busy_q  <= 1'b1;
        if (state == IDLE || state == DONE)
            counter <= 6'd0;
        else if (state == DIVIDE)
            counter <= counter + 1;
    end
end
assign div_busy = start & busy_q;
always_ff @(posedge clk) begin
    case (state)
        IDLE: begin
        end
        INIT: begin
            div_r <= 33'b0;
            div_q <= 32'b0;
            if (is_signed) begin
                sign_q <= n_reg[31] ^ d_reg[31];
                sign_r <= n_reg[31];
                div_shift <= n_reg[31] ? -n_reg : n_reg;
                div_d <= {1'b0, d_reg[31] ? -d_reg : d_reg};
            end else begin
                sign_q <= 1'b0;
                sign_r <= 1'b0;
                div_shift <= n_reg;
                div_d <= {1'b0, d_reg};
            end
        end
        DIVIDE: begin
            logic [D_WIDTH:0] div_r_next;  
            div_r_next = {div_r[D_WIDTH-1:0], div_shift[D_WIDTH-1]};  
            div_shift  <= div_shift << 1;
            if (div_r_next >= div_d) begin
                div_r <= div_r_next - div_d;
                div_q <= {div_q[D_WIDTH-2:0], 1'b1};
            end else begin
                div_r <= div_r_next;
                div_q <= {div_q[D_WIDTH-2:0], 1'b0};
            end
        end
        DONE: begin
            case (div_ctrl)
                2'b00: result <= sign_q ? -div_q : div_q;                            
                2'b01: result <= div_q;                                              
                2'b10: result <= sign_r ? -div_r[D_WIDTH-1:0] : div_r[D_WIDTH-1:0];  
                2'b11: result <= div_r[D_WIDTH-1:0];                                 
            endcase
        end
    endcase
end
endmodule
module mul #(
    parameter D_WIDTH = 32
) (
    input  logic [D_WIDTH-1:0] op1, 
    input  logic [D_WIDTH-1:0] op2, 
    input  logic [1:0] mul_ctrl,  
    output logic [D_WIDTH-1:0] result
);
logic [D_WIDTH*2-1:0] full_result;
always_comb begin
    case (mul_ctrl)
    2'b00: begin  
        full_result = op1 * op2;
        result = full_result[D_WIDTH-1:0];
    end
    2'b01: begin  
        full_result = $signed(op1) * $signed(op2); 
        result = full_result[D_WIDTH*2-1:D_WIDTH];
    end
    2'b10: begin  
        full_result = $signed({{32{op1[31]}}, op1}) * $unsigned(op2);
        result = full_result[D_WIDTH*2-1:D_WIDTH];
    end
    2'b11: begin  
        full_result = $unsigned(op1) * $unsigned(op2); 
        result = full_result[D_WIDTH*2-1:D_WIDTH];
    end
    endcase
end
endmodule
module mux_2 #(
    D_WIDTH = 32
) (
    input  logic [D_WIDTH-1:0] in0,
    input  logic [D_WIDTH-1:0] in1,
    input  logic               sel,
    output logic [D_WIDTH-1:0] out
);
    assign out = sel ? in1 : in0;
endmodule
module mux_4 #(
    D_WIDTH = 32
) (
    input  logic [D_WIDTH-1:0] in0,
    input  logic [D_WIDTH-1:0] in1,
    input  logic [D_WIDTH-1:0] in2,
    input  logic [D_WIDTH-1:0] in3,
    input  logic [1:0]         sel,
    output logic [D_WIDTH-1:0] out
);
always_comb
case (sel)
    2'b00:   out = in0;
    2'b01:   out = in1;
    2'b10:   out = in2;
    2'b11:   out = in3;
    default: out = '0;
endcase
endmodule
module pc_branch #(
    parameter WIDTH = 32
) (
    input  logic [WIDTH-1:0] pc,
    input  logic [WIDTH-1:0] imm,
    output logic [WIDTH-1:0] branch_pc
);
assign branch_pc = pc + imm;
endmodule
module execute #(
    parameter D_WIDTH = 32
) (
    input  logic               clk,
    input  logic               rst,
    input  logic [3:0]         alu_ctrl_e,
    input  logic               alu_src_e,
    input  logic [D_WIDTH-1:0] rd1_e,
    input  logic [D_WIDTH-1:0] rd2_e,
    input  logic [D_WIDTH-1:0] pc_e,
    input  logic [D_WIDTH-1:0] imm_ext_e,
    input  logic               jump_e,
    input  logic               branch_e,
    input  logic [2:0]         funct3_e,
    input  logic               jalr_e,
    input  logic               op1_pc_e,
    input  logic [D_WIDTH-1:0] result_w,
    input  logic [D_WIDTH-1:0] ex_out_m,
    input  logic [1:0]         fwd_rs1,
    input  logic [1:0]         fwd_rs2,
    input  logic [1:0]         mul_ctrl_e,
    input  logic [1:0]         div_ctrl_e,
    input  logic               mul_en_e,
    input  logic               div_en_e,
    input  logic               cache_stall,
    output logic               pc_src_e,
    output logic [D_WIDTH-1:0] ex_out_e,
    output logic [D_WIDTH-1:0] write_data_e,
    output logic [D_WIDTH-1:0] pc_target_e,
    output logic               div_busy_e
);
logic               zero_e;
logic [D_WIDTH-1:0] src_a_e;
logic [D_WIDTH-1:0] src_b_e;
logic [D_WIDTH-1:0] alu_res;
logic [D_WIDTH-1:0] pc_imm;
logic [D_WIDTH-1:0] fwd_aluop1_raw;
logic [D_WIDTH-1:0] fwd_aluop2_out;
logic [D_WIDTH-1:0] mul_out_e;
logic [D_WIDTH-1:0] div_out_e;
logic [D_WIDTH-1:0] ex_result;
assign pc_src_e     = jump_e | (zero_e & branch_e);
assign write_data_e = fwd_aluop2_out;
assign ex_out_e     = ex_result;
alu ALU (
    .aluop1        (src_a_e),
    .aluop2        (src_b_e),
    .aluctrl       (alu_ctrl_e),
    .funct3        (funct3_e),
    .aluout        (alu_res),
    .eq            (zero_e)
);
mux_2 imm_mux (
    .in0           (fwd_aluop2_out),
    .in1           (imm_ext_e),
    .sel           (alu_src_e),
    .out           (src_b_e)
);
pc_branch #(.WIDTH(D_WIDTH)) u_branch (
    .pc            (pc_e),
    .imm           (imm_ext_e),
    .branch_pc     (pc_imm)
);
mux_2 pc_mux (
    .in0           (pc_imm),
    .in1           (alu_res),
    .sel           (jalr_e),
    .out           (pc_target_e)
);
mux_4 fwd_aluop1 (
    .in0           (rd1_e),
    .in1           (result_w),
    .in2           (ex_out_m),
    .in3           (32'b0),
    .sel           (fwd_rs1),
    .out           (fwd_aluop1_raw)
);
mux_4 fwd_aluop2 (
    .in0           (rd2_e),
    .in1           (result_w),
    .in2           (ex_out_m),
    .in3           (32'b0),
    .sel           (fwd_rs2),
    .out           (fwd_aluop2_out)
);
mul multiplier (
    .op1           (src_a_e),
    .op2           (src_b_e),
    .mul_ctrl      (mul_ctrl_e),
    .result        (mul_out_e)
);
div divider (
    .clk           (clk),
    .rst           (rst),
    .cache_stall   (cache_stall),
    .start         (div_en_e),
    .div_ctrl      (div_ctrl_e),
    .numerator     (src_a_e),
    .denominator   (src_b_e),
    .result        (div_out_e),
    .div_busy      (div_busy_e)
);
mux_4 mul_div_alu (
    .in0           (alu_res),
    .in1           (mul_out_e),
    .in2           (div_out_e),
    .in3           (32'b0),
    .sel           ({div_en_e, mul_en_e}),
    .out           (ex_result)
);
assign src_a_e = op1_pc_e ? pc_e : fwd_aluop1_raw;
endmodule
--- flow/run.sh ---
#!/bin/bash
# OpenROAD 26Q1-2900-gdf79404cd8, Yosys 0.63+post, stock flow scripts
make -C /OpenROAD-flow-scripts/flow DESIGN_CONFIG=/design/flow/config.mk WORK_HOME=/design/flow/orfs finish
==> out/metrics.csv <==
stage;metric;value;unit
drt;dr.first_iter.drc_count;6354;
outcome;status;completed;
critical_path;critPathMaxFanout;33;
synth;syn_inst;11397;
drt;wl_met2;225000;um
final_layout;drive_gt1_frac;0.0523;
place;dp_hpwl;453000;um
place;gp_congestion;1.11;
place;dp_slack;30.97;ns
critical_path;rr_endpoint;divider.div_r[27]$_SDFFCE_PN0P_;
min_path;hp-class;flip-flop to flip-flop;
cts;clock-sinks;238;
critical_path;crit-reg2reg-launch;divider.div_r[0]$_SDFFCE_PN0P_;
timing;fin_ws;30.91;ns
min_path;hold_start;divider.state[0]$_DFF_PP1_;
drt;vias_per_cell;5.23;
drt;antenna_left;0;
drt;num_vias;85103;
cts;cts-root-buf;clkbuf_16;
floorplanning;chip_area;346000;um2
timing;fin_setup_tns;0;ns
final_layout;syn_to_final_growth;10.7;%
drt;route.met3.wl;79600;um
cts;clock_latency;0.65;ns
timing;setup_violations;0;
critical_path;rrSetupSlack;68.35;ns
min_path;hold-path-endpoint;divider.state[0]$_DFF_PP1_;
floorplanning;die_w;589;um
cts;cts_buffers;27;
cts;htreeDepth;1;
global_route;first_global_vias;92206;
timing;fin_skew;0.0401;ns
drt;wl_met1;189000;um
global_route;globalRoute.totalOverflow;0;
cts;cts_resized;0;
synth;ys_area;103000;um2
timing;rsz0062_at_grt;false;
critical_path;cp_slowest_cell;fa_2;
critical_path;cp.required;58.48;ns
floorplanning;core_util_floorplan;0.301;
drt;dr.max_layer_used;met5;
timing;final_hold_viol_count;0;
floorplanning;die_h;589;um
synth;ys_seq_elements;238;
synth;synth_area_leader_cell;fa_1;
drt;drc_errors;0;
synth;ys_cells;11397;
timing;fin_crit;42.19;ns
place;io_buffer_count;314;
run;cap_violations;0;
cts;cts_buffer_depth;3;
critical_path;worst-setup-path-type;input pin to output pin;
floorplanning;coreArea;343000;um2
global_route;grt_max_degree;64;
critical_path;r2r_cells;13;
drt;wl;537000;um
cts;cts_tree;yes;
synth;yosysWarnings;4;
global_route;gr-usage-all-layers;0.330;
synth;ys.flop_type;edfxtp_1;
synth;topCellsByArea;fa_1 44%, inv_1 10%, ha_1 9.9%;
timing;slew_violations;0;
place;dp_cells;16186;
synth;async_reset_ff_frac;0.0504;
global_route;antenna_found_initial;68;
timing;fmax;0.0237;GHz
drt;firstDrtPassIters;6;
critical_path;crit_path_max_incr_delay;0.87;ns
synth;syn_area_per_cell;9.06;um2
floorplanning;io_pins;315;
critical_path;arrival;27.57;ns
critical_path;crit_path_start_kind;input pin;
run;warnings;90;
floorplanning;rows;215;
synth;syn_area;103000;um2
synth;top_cell_area_share;0.442;
critical_path;cp_common_cell;fa_1;
timing;slew_headroom;0.156;
final_layout;stdcell_count;16284;
timing;finalCritPeriodShare;0.577;
synth;ys_types;105;
synth;synth_seq_share;0.0687;
final_layout;utilization;0.333;
global_route;grt_pass1_wl;742000;um
critical_path;cp-end-kind;output pin;
timing;max_slew.worst_pin.slew;1.26;ns
cts;clk_pin_slew_worst_paths;0.06;ns
synth;synth-edff-count;226;
min_path;holdPathStages;2;
cts;hold_buffers;0;
cts;cts_setup_buffers;0;
drt;avgRoutedWirePerCell;33.0;um
synthesized netlist by cell type (44+ instances only):
| cell | number |
|---|---|
| and2_1 | 48 |
| o21ai_0 | 299 |
| inv_1 | 2884 |
| a221o_1 | 50 |
| o211ai_1 | 50 |
| nand3_1 | 99 |
| mux2i_1 | 216 |
| nand2_1 | 900 |
| o21bai_1 | 47 |
| nor2_1 | 930 |
| buf_1 | 98 |
| a21o_1 | 103 |
| o22ai_1 | 44 |
| o221ai_1 | 44 |
| nor4_1 | 46 |
| xnor2_1 | 201 |
| a31oi_1 | 72 |
| xor2_1 | 128 |
| nand4_1 | 48 |
| a21oi_1 | 438 |
| fa_1 | 2279 |
| ha_1 | 820 |
| nand2b_1 | 61 |
| nor3_1 | 119 |
| clkbuf_1 | 277 |
| a211oi_1 | 44 |
| edfxtp_1 | 226 |
| buf_2 | 53 |
| nor2b_1 | 57 |
how the worst max path moves through the flow:
| stage | startpoint | endpoint | slack, ns | cells after the start |
|---|---|---|---|---|
| 6_report | fwd_rs1[0] | ex_out_e[28] | 30.91 | 34 |
| 5_1_grt | alu_src_e | ex_out_e[28] | 30.53 | 36 |
| 4_1_cts | fwd_rs1[0] | ex_out_e[28] | 30.90 | 34 |
critical path: cells and delay by family:
family | cells | cell delay (ns)
adder cells (fa/ha/maj) | 9 | 5.48
buffers and inverters | 12 | 3.65
AND-OR/OR-AND | 6 | 1.82
AND/OR/NAND/NOR | 6 | 1.67
XOR/XNOR | 1 | 0.15
stage by stage:
step / cell area [um2] / hold WS (ns)
3_3_place_gp: 113000 / 0.450
3_5_place_dp: 113000 / 0.450
4_1_cts: 114000 / 0.461
6_report: 114000 / 0.459
2_1_floorplan: 103000 / 0.439
5_1_grt: 114000 / 0.477
layer usage:
layer  vias up  global-route usage
met5         -              0.0123
met4        68               0.199
met3      1344               0.195
met2      4588               0.459
met1     43018               0.394
li1      36085                   -
logic make-up (layout without fill, tap and decap cells):
logic type      Yosys count  in the layout  share of synthesized area
compound gates         1576           1576                      0.101
xor+xnor                329            329                     0.0279
fa+ha+maj              3099           3099                      0.541
buf+inv                3375           3656                      0.125
flops                   238            238                     0.0687
mux                     290            290                     0.0297
other cells               0             49                          0
simple gates           2490           2490                      0.107
area by class of cell:
class,count,area (um2)
well taps,4557,5700
clock inverters,17,241
multi-input cells,7784,83600
flip-flops and latches,238,7090
clock buffers,31,691
fillers,35698,228000
diodes,49,123
inverters,2921,11000
repair buffers,687,5910
cells in the final DEF (no fill, tap or decap), types with 43 or more instances in the layout:
cell             synthesis  layout
o22ai_1                 44      44
nor3_1                 119     117
a21o_1                 103     103
nor4_1                  46      43
mux2i_1                216     208
and2_1                  48      48
inv_1                 2884    2881
xor2_1                 128     128
diode_2                  0      49
clkdlybuf4s50_1          0     304
edfxtp_1               226     226
a211oi_1                44      44
nand2b_1                61      61
nor2_1                 930     924
o221ai_1                44      44
mux2_2                  43      43
nand2_1                900     900
a31oi_1                 72      72
nor2b_1                 57      54
a21oi_1                438     436
o211ai_1                50      50
o21ai_0                299     295
buf_4                   15     371
nand3_1                 99      99
xnor2_1                201     197
o21bai_1                47      47
ha_1                   820     820
fa_1                  2279    2278
nand4_1                 48      48
