--- /design/flow/config.mk ---
export PLATFORM = sky130hd
export DESIGN_NAME = reg_file
export DESIGN_NICKNAME = reg_file
export VERILOG_FILES = /design/flow/design.v
export SDC_FILE = /design/flow/constraint.sdc
export NUM_CORES = 4
export LEC_CHECK = 1
export CORE_UTILIZATION = 50
--- /design/flow/constraint.sdc ---
current_design reg_file

set clk_period 10.6
set clk_io_pct 0.2

create_clock -name clk0 -period $clk_period [get_ports {clk}]

set non_clock_inputs [all_inputs -no_clocks]
set_input_delay [expr $clk_period * $clk_io_pct] -clock clk0 $non_clock_inputs
set_output_delay [expr $clk_period * $clk_io_pct] -clock clk0 [all_outputs]
--- /design/flow/design.v ---
module reg_file #(
    parameter D_WIDTH = 32,
    parameter ADDRESS_WIDTH = 5
) (
    input  logic                     clk,
    input  logic                     wr_en,
    input  logic [ADDRESS_WIDTH-1:0] a3,     
    input  logic [ADDRESS_WIDTH-1:0] a1,     
    input  logic [ADDRESS_WIDTH-1:0] a2,     
    input  logic [D_WIDTH-1:0]       din,
    output logic [D_WIDTH-1:0]       dout1,
    output logic [D_WIDTH-1:0]       dout2,
    output logic [D_WIDTH-1:0]       a0
);
logic [D_WIDTH-1:0] ram_array [0:(1<<ADDRESS_WIDTH)-1];
initial begin
    for (int i = 0; i < (1<<ADDRESS_WIDTH); i++)
        ram_array[i] = '0;
end
always_ff @(negedge clk) begin
    if (wr_en && (a3 != 0)) begin
        ram_array[a3] <= din;
    end
end
always_comb begin
    dout1 = ram_array[a1];
    dout2 = ram_array[a2];
    a0    = ram_array[10];  
end
endmodule
--- /design/flow/run.sh ---
#!/bin/bash
# OpenROAD 26Q1-2900-gdf79404cd8, Yosys 0.63+post, stock flow scripts
make -C /OpenROAD-flow-scripts/flow DESIGN_CONFIG=/design/flow/config.mk WORK_HOME=/design/flow/orfs finish
==> notes.md <==
## Final layout
* number of filler cells placed in the layout: 6919
* fraction of final layout cells with drive strength greater than 1: 0.0764
* post-layout utilization of the core: 0.619
* filler-free cell count of the finished design: 5937
* post-route standard cell area excluding fillers: 0.0598 sq mm
* MI comb area: 0.0169 sq mm
* sequential cell area: 0.0307 sq mm
* flip-flop count of the largest register, all copies and words added: 1024
* registers with the most flip-flops: ram_array (1024)
* largest reg by FF count: ram_array
* synthesis-to-finish area growth: 22.7%

## Worst setup path
* slowest CP cell: sky130_fd_sc_hd__a31oi_1
* Setup CP Type: reg2out
* cells along the critical path: mux2i_1 -> a22o_1 -> nor3_1 -> a31oi_1 -> nand3_1 -> clkdlybuf4s50_1
* category of the worst setup path launch point: flip-flop
* data arrival time of the critical path: 8.36 ns
* crit-path max cell delay: 0.57 ns
* CP endpoint kind: output pin
* critical-path maximum fanout: 2
* required time reported for the critical path endpoint: 8.48 ns

## Outcome
* outcome: finished clean

## Power and ir drop
* maximum vdd ir drop: 0.000168 V
* leakage power of the design: 26.2 nW
* power per cell area: 186 mW/mm^2
* Power Total: 11.1 mW

## Flow run
* count of max-cap constraint violations: 0
* total number of warnings across the stage logs: 1027

## Floorplanning
* area of the placeable core: 0.0967 sq mm
* top-level port count: 145
* floorplan utilization: 0.504
* row count: 114
* Die Span X: 314 um
* y dimension of the die: 314 um
* chip area: 0.0988 sq mm

## Routing
* final routed wirelength across all metal layers: 155000 um
* DRC marker count from the first detailed-route iteration: 2258
* number of nets still failing antenna checks after routing: 0
* Avg Vias per Cell: 5.90
* average wire per cell in the routed design: 26.1 um
* total vias in the final route: 35.0k
* first-pass detailed-route iteration total: 7
* number of remaining DRC errors: 0

## Place
* number of placed cells counting well taps: 4707
* Post-DP HPWL: 86500 um
* Placed Instance Area: 0.0520 sq mm
* total of buffers placed on input and output ports: 144
* Routability Congestion: 0.913

## Final timing
* final setup violating endpoints: 0
* worst relative slew slack: 0.304
* total negative slack for setup checks: 0 ns
* slew at the pin closest to its max-slew limit: 1.04 ns
* final hold vios: 0
* Final Slew Violations: 0
* setup repair after global routing missed its margin: no

## Global route
* antenna violations before repair: 2
* wire length of the first global-routing pass: 227000 um
* largest net degree at the start of global routing: 95
* grt total ovfl: 0
* All-Layer GR Usage: 0.345
* number of global-route vias before repair: 38.6k

## Synthesis
* fraction of the yosys area taken by sequential cells: 0.631
* total cell area reported by yosys after synthesis: 0.0488 sq mm
* Post-Syn Area: 0.0488 sq mm
* number of warnings issued by yosys: 1
* #FFs+latches synth: 1024
* average cell area after synthesis: 14.4 sq um
* distinct lib cells: 25
* yosys cell count: 3387
* number of standard cells after synthesis: 3387

## Clock network
* Clock Path Buffers: 3
* post-CTS setup buffers: 0
* clock slew at the register clock pins of the worst setup and hold paths: 0.03 ns
* CTS tree: built
* PostCTS Resize Cnt: 0
* number of sinks on the clock net: 1024
* buffer cell driving the clock tree root: sky130_fd_sc_hd__clkbuf_16
* TritonCTS buffer count: 116
* number of hold-repair buffers added at the cts stage: 0
* Max H-tree Level: 3

## Hold path
* class of the tightest hold or removal check: in2out
* worst hold path endpoint: dout1[13]
* origin of the worst min-delay path: a1[1]
* cell depth of the worst min-delay path: 6

==> cell usage in the layout (no fill, tap or decap), drive strengths merged, types with 64 or more instances in the layout <==
cell type      Yosys  layout
inv                1    1062
mux2i           1024    1024
edfxtp          1024    1024
nand2            195     195
nand3            194     194
a22oi            192     192
a21oi            192     192
clkdlybuf4s50      0     142
a22o             128     128
buf              177     124
clkbuf            76     117
nor3              64      64
a31oi             64      64
==> power breakdown <==
group | internal, mW | switching, mW | leakage [nW]
sequential | 4.55 | 0.0257 | 9.25
combinational | 0.319 | 0.545 | 9.50
clock | 3.09 | 2.57 | 7.45
==> metrics by stage <==
stage,hold WS (ns),setup slack [ns]
6_report,5.61,0.117
5_1_grt,5.66,0.0264
4_1_cts,5.60,0.207
3_5_place_dp,5.59,0.777
3_3_place_gp,5.59,0.784
2_1_floorplan,4.50,0.761
==> cells by family (layout without fill, tap and decap cells) <==
logic type      Yosys count  after routing  share of synthesized area
compound gates          576            576                     0.0805
buf+inv                 254           1496                     0.0316
flops                  1024           1024                      0.631
mux                    1024           1024                      0.210
other cells               1             33                  0.0000769
simple gates            508            508                     0.0471
==> cell usage after synthesis, drive strengths merged <==
cell | count | area (sq um)
edfxtp | 1024 | 30700
conb | 1 | 3.75
clkbuf | 76 | 300
a22oi | 192 | 1440
nor2 | 34 | 128
mux2i | 1024 | 10200
a21oi | 192 | 961
nor3 | 64 | 320
nand2b | 4 | 25.0
or2 | 2 | 12.5
or3 | 1 | 6.26
inv | 1 | 3.75
nand3b | 5 | 37.5
nor2b | 4 | 25.0
and2 | 2 | 12.5
or3b | 3 | 26.3
a22o | 128 | 1120
buf | 177 | 1240
a31oi | 64 | 400
nand2 | 195 | 732
nand3 | 194 | 971
==> final cells by class <==
| cell class | count | area share |
|---|---|---|
| tap | 1276 | 0.0267 |
| sequential | 1024 | 0.514 |
| clock buffer | 117 | 0.0489 |
| antenna | 1 | 0.0000418 |
| clock inverter | 1113 | 0.0821 |
| multi-input combinational | 2140 | 0.282 |
| timing repair buffer | 266 | 0.0460 |
==> worst max path at each step <==
| stage | start | endpoint | slack [ns] | depth (start not counted) |
|---|---|---|---|---|
| finish | ram_array[2][12] | dout2[12] | 0.12 | 6 |
| CTS | ram_array[2][12] | dout2[12] | 0.21 | 6 |
| global route | ram_array[2][12] | dout1[12] | 0.03 | 6 |
==> layer usage <==
metal / up-vias / global-route usage / wire length, um
li1: 15753 / - / -
met1: 16840 / 0.436 / 55400
met2: 2114 / 0.468 / 70600
met3: 306 / 0.252 / 23500
met4: 8 / 0.144 / 5210
met5: - / 0.0189 / 201
==> worst max-delay path, delay by kind of cell, from the launching register on <==
family          cells  cell delay (ns)
compound gates      2             0.73
buf+inv             1             0.56
flops               1             0.40
mux                 1             0.16
simple gates        2             0.49
No activity file was given, so power comes from the tool's default toggle rates.
