$ cat flow/run.sh
#!/bin/bash
# OpenROAD 26Q1-2900-gdf79404cd8, Yosys 0.63+post, stock flow scripts
make -C /OpenROAD-flow-scripts/flow DESIGN_CONFIG=/design/flow/config.mk WORK_HOME=/design/flow/orfs finish
$ cat flow/config.mk
export PLATFORM = sky130hd
export DESIGN_NAME = em_reg
export DESIGN_NICKNAME = em_reg
export VERILOG_FILES = /design/flow/design.v
export SDC_FILE = /design/flow/constraint.sdc
export NUM_CORES = 4
export LEC_CHECK = 1
export CORE_UTILIZATION = 30
$ cat flow/constraint.sdc
current_design em_reg

set clk_period 1.0
set clk_io_pct 0.2

create_clock -name clk0 -period $clk_period [get_ports {clk}]

set non_clock_inputs [all_inputs -no_clocks]
set_input_delay [expr $clk_period * $clk_io_pct] -clock clk0 $non_clock_inputs
set_output_delay [expr $clk_period * $clk_io_pct] -clock clk0 [all_outputs]
$ cat flow/design.v
module em_reg #(
    parameter WIDTH = 32
) (
    input  logic             clk,
    input  logic             rst,
    input  logic             reg_write_e,
    input  logic [1:0]       result_src_e,
    input  logic             mem_write_e,
    input  logic [WIDTH-1:0] ex_out_e,
    input  logic [WIDTH-1:0] write_data_e,
    input  logic [4:0]       rd_e,
    input  logic [WIDTH-1:0] pc_plus4_e,
    input  logic [2:0]       funct3_e,
    input  logic             div_stall,
    input  logic             cache_stall,
    output logic             reg_write_m,
    output logic [1:0]       result_src_m,
    output logic             mem_write_m,
    output logic [WIDTH-1:0] ex_out_m,
    output logic [WIDTH-1:0] write_data_m,
    output logic [4:0]       rd_m,
    output logic [WIDTH-1:0] pc_plus4_m,
    output logic [2:0]       funct3_m
);
always_ff @(posedge clk or posedge rst) begin
    if (rst) begin
        reg_write_m  <= '0;
        result_src_m <= '0;
        mem_write_m  <= '0;
        ex_out_m     <= '0;
        write_data_m <= '0;
        rd_m         <= '0;
        pc_plus4_m   <= '0;
        funct3_m     <= '0;
    end else if (div_stall) begin
        reg_write_m  <= '0;
        result_src_m <= '0;
        mem_write_m  <= '0;
        ex_out_m     <= '0;
        write_data_m <= '0;
        rd_m         <= '0;
        pc_plus4_m   <= '0;
        funct3_m     <= '0;
    end else if (!cache_stall) begin
        reg_write_m  <= reg_write_e;
        result_src_m <= result_src_e;
        mem_write_m  <= mem_write_e;
        ex_out_m     <= ex_out_e;
        write_data_m <= write_data_e;
        rd_m         <= rd_e;
        pc_plus4_m   <= pc_plus4_e;
        funct3_m     <= funct3_e;
    end
end
endmodule
==> reports/metrics.yaml <==
power:
  p_switching_w: 0.002226
  power_per_cell_area_nw_per_um2: 1433
  p_total_w: 0.009875
  comb_power_share_pct: 15.5
  clockPowerShare_pct: 36.7
  seqPwrFrac_pct: 47.8
  internal-power_w: 0.007649
  p_leak_nw: 3.729
  p_sw_share_pct: 22.54
  vdd_drop_max_mv: 1.276
worst_setup_path:
  reg2reg_depth: 4
  crit_buf_inv: 1
  critical_path_required_ps: 800
  critPathMaxStageDelay_ps: 390
  crit_chain: "buf_2"
  critical_path_class: "reg2out"
  critPathMaxFanout: 2
  cp.depth: 1
  endpoint_kind: "output port"
  arrival_ps: 860
  crit_slowest_cell: "dfrtp_1"
  crit_family: "flip-flops"
  crit_path_start_kind: "flip-flop"
finish:
  drive_gt1_share_pct: 29.66
  stdcell_area_um2: 6892
  post-route-util_pct: 49.08
  lay_top_cells: "clkdlybuf4s50_1 (109), mux2i_1 (108), nor2_1 (108), dfrtp_1 (108), buf_2 (108)"
  regArea_um2: 2703
  final_cells: 797
  layout_top_cell: "clkdlybuf4s50_1"
  syn2layout_area_growth_pct: 58.37
  logic_area_um2: 1486
  fillCellCount: 1241
grt:
  grt_pass1_vias: 3361
  antenna_found_initial: 0
  grt_pass1_wl_um: 17390
  grt_max_degree: 55
  grtUsageTotal_pct: 15.44
  grt_overflow: 0
logic_synthesis:
  topCellsByArea: "dfrtp_1 (62%), mux2i_1 (25%), nor2_1 (9.3%)"
  yosys_warnings: 1
  syn_inst: 349
  ys_types: 9
  synth_area_leader_cell: "dfrtp_1"
  ys_cells: 349
  synth_seq_share_pct: 62.10
  synth-seq-cells: 108
  avgSynthCellArea_um2: 12.47
  syn_area_um2: 4352
  top_area_share_pct: 62.10
  ys_chip_area_um2: 4352
clocking:
  cts.sinks: 108
  clkLatencyLatePin_ps: 340
  tritoncts: "done"
  clockRootBuffer: "clkbuf_16"
  cts_made_buffers: 9
  cts_buffer_depth: 2
  holdBufCountCts: 0
  htreeDepth: 3
  clk_pin_slew_ps: 70
timing:
  fin_ws_ps: -57.51
  hold_viol_final: 0
  worstMarginPinSlew_ps: 306.5
  setup_viol: 108
  fin_setup_tns_ps: -3563
  slew_violations: 0
  fmax_mhz: 945.6
  period_used_pct: 105.8
  rsz0062_at_grt: "true"
  fin_crit_ps: 1058
  relSlewSlack_pct: 79.57
  finClkSkew_ps: 0
place:
  place_area_um2: 6843
  port_buffers: 219
  place_inst: 743
  hpwl_um: 7834
  gp_congestion: 0.7503
detailed_routing:
  antenna_left: 0
  antennaDiodeCount: 0
  firstDrtPassIters: 4
  wl_per_cell_um: 14.11
  drc_errors: 0
  drt_iter0_markers: 116
  num_vias: 3420
  vias_per_cell: 4.291
  routed_wl_um: 11250
die:
  rows: 43
  chip_area_um2: 14990
  coreArea_um2: 14040
  die-height_um: 122.4
  die_x_um: 122.4
  fp_util_pct: 30.99
  ioPinCount: 220
hold_path:
  min_path_type: "in2reg"
  hold_depth: 2
flow_run:
  max_cap_viol_count: 0
  tool_warnings: 28
run_status:
  violations: "negative setup slack"
  status: "finished with violations"
[registers in the layout, summed over array words and instances, names as in the netlist]
| signal | count |
|---|---|
| ex_out_m | 32 |
| funct3_m | 3 |
| mem_write_m | 1 |
| pc_plus4_m | 32 |
| rd_m | 5 |
| reg_write_m | 1 |
| result_src_m | 2 |
| write_data_m | 32 |
[area by class of cell]
| type | count | area share (%) |
|---|---|---|
| clock inverter | 4 | 0.6899 |
| tap | 180 | 3.268 |
| multi-input combinational | 216 | 21.57 |
| timing repair buffer | 276 | 31.43 |
| sequential | 108 | 39.22 |
| clock buffer | 12 | 3.722 |
| inverter | 1 | 0.1089 |
[routing by layer]
layer  GRT usage (%)  wire, µm  vias to the layer above
met3           5.787      1157                       11
li1                -         -                     1676
met2           22.96      5000                      136
met1           22.70      4903                     1597
met5               0         0                        -
met4           2.134       185                        0
[Yosys cell counts]
master / count
buf_2: 4
buf_4: 9
buf_6: 1
buf_8: 2
clkbuf_1: 8
dfrtp_1: 108
inv_1: 1
mux2i_1: 108
nor2_1: 108
[path summary, 6_finish.rpt]
check	start	end	slack, ps
setup / recovery	ex_out_m[20]	ex_out_m[20]	-60
hold / removal	div_stall	ex_out_m[17]	150
setup reg to reg	pc_plus4_m[7]	pc_plus4_m[7]	70
hold reg to reg	pc_plus4_m[23]	pc_plus4_m[23]	520
max in group asynchronous	rst	rd_m[4]	420
min in group asynchronous	rst	pc_plus4_m[25]	310
[worst register-to-register path: stages (launching register included)]
cell	delay [ps]
dfrtp_1	380
buf_4	130
buf_4	120
mux2i_1	130
nor2_1	60
[power by group through the flow]
stage         clock, W  combinational (W)  sequential [W]
global route   0.00395            0.00169         0.00475
finish         0.00362            0.00153         0.00472
CTS            0.00378            0.00149         0.00472
[timing repair]
action,4_1_cts,5_1_grt
resized,330,0
setup buffers,16,22
endpoints found under the setup margin,108,108
[per-stage QoR]
step                      hold slack (ps)  setup WS [ps]
after global placement              502.2         -29.57
after floorplan                     353.0         -501.5
final                               146.5         -57.51
after CTS                           133.0         -79.77
after detailed placement            510.3         -31.92
after global routing                142.0         -100.7
[cells by family after synthesis]
| family | count (synthesis) | share of synthesized area [%] |
|---|---|---|
| buf+inv | 25 | 3.738 |
| flops | 108 | 62.10 |
| mux | 108 | 24.84 |
| simple gates | 108 | 9.316 |
Power figures rest on the tool's default switching activity, not on a simulated workload.
