[flow/config.mk]
export PLATFORM = sky130hd
export DESIGN_NAME = de_reg
export DESIGN_NICKNAME = de_reg
export VERILOG_FILES = /design/flow/design.v
export SDC_FILE = /design/flow/constraint.sdc
export NUM_CORES = 4
export LEC_CHECK = 1
export CORE_UTILIZATION = 40
[flow/constraint.sdc]
current_design de_reg

set clk_period 1.5
set clk_io_pct 0.2

create_clock -name clk0 -period $clk_period [get_ports {clk}]

set non_clock_inputs [all_inputs -no_clocks]
set_input_delay [expr $clk_period * $clk_io_pct] -clock clk0 $non_clock_inputs
set_output_delay [expr $clk_period * $clk_io_pct] -clock clk0 [all_outputs]
[flow/design.v]
module de_reg #(
    parameter WIDTH = 32
) (
    input  logic             clk,
    input  logic             rst,
    input  logic             stall,
    input  logic             flush,
    input  logic             reg_write_d,
    input  logic [1:0]       result_src_d,
    input  logic             mem_write_d,
    input  logic             jump_d,
    input  logic             branch_d,
    input  logic [3:0]       alu_ctrl_d,
    input  logic             alu_src_d,
    input  logic [2:0]       funct3_d,
    input  logic             jalr_d,
    input  logic             op1_pc_d,
    input  logic             rs1_used_d,
    input  logic             rs2_used_d,
    input  logic [WIDTH-1:0] rd1_d,
    input  logic [WIDTH-1:0] rd2_d,
    input  logic [WIDTH-1:0] pc_d,
    input  logic [4:0]       rd_d,
    input  logic [4:0]       rs1_d,
    input  logic [4:0]       rs2_d,
    input  logic [WIDTH-1:0] imm_ext_d,
    input  logic [WIDTH-1:0] pc_plus4_d,
    input  logic [1:0]       mul_ctrl_d,
    input  logic [1:0]       div_ctrl_d,
    input  logic             mul_en_d,
    input  logic             div_en_d,
    input  logic             div_stall,
    input  logic             cache_stall,
    output logic             reg_write_e,
    output logic [1:0]       result_src_e,
    output logic             mem_write_e,
    output logic             jump_e,
    output logic             branch_e,
    output logic [3:0]       alu_ctrl_e,
    output logic             alu_src_e,
    output logic [2:0]       funct3_e,
    output logic             jalr_e,
    output logic             op1_pc_e,
    output logic [WIDTH-1:0] rd1_e,
    output logic [WIDTH-1:0] rd2_e,
    output logic [WIDTH-1:0] pc_e,
    output logic [4:0]       rd_e,
    output logic [4:0]       rs1_e,
    output logic [4:0]       rs2_e,
    output logic [WIDTH-1:0] imm_ext_e,
    output logic [WIDTH-1:0] pc_plus4_e,
    output logic             rs1_used_e,
    output logic             rs2_used_e,
    output logic [1:0]       mul_ctrl_e,
    output logic [1:0]       div_ctrl_e,
    output logic             mul_en_e,
    output logic             div_en_e
);
always_ff @(posedge clk or posedge rst) begin
    if (rst) begin
        reg_write_e  <= '0;
        result_src_e <= '0;
        mem_write_e  <= '0;
        jump_e       <= '0;
        branch_e     <= '0;
        alu_ctrl_e   <= '0;
        alu_src_e    <= '0;
        funct3_e     <= '0;
        jalr_e       <= '0;
        op1_pc_e     <= '0;
        rd1_e        <= '0;
        rd2_e        <= '0;
        pc_e         <= '0;
        rd_e         <= '0;
        rs1_e        <= '0;
        rs2_e        <= '0;
        imm_ext_e    <= '0;
        pc_plus4_e   <= '0;
        rs1_used_e   <= '0;
        rs2_used_e   <= '0;
        mul_ctrl_e   <= '0;
        div_ctrl_e   <= '0;
        mul_en_e     <= '0;
        div_en_e     <= '0;
    end else if (flush) begin
        reg_write_e  <= '0;
        result_src_e <= '0;
        mem_write_e  <= '0;
        jump_e       <= '0;
        branch_e     <= '0;
        alu_ctrl_e   <= '0;
        alu_src_e    <= '0;
        funct3_e     <= '0;
        jalr_e       <= '0;
        op1_pc_e     <= '0;
        rd1_e        <= '0;
        rd2_e        <= '0;
        pc_e         <= '0;
        rd_e         <= '0;
        rs1_e        <= '0;
        rs2_e        <= '0;
        imm_ext_e    <= '0;
        pc_plus4_e   <= '0;
        rs1_used_e   <= '0;
        rs2_used_e   <= '0;
        mul_ctrl_e   <= '0;
        div_ctrl_e   <= '0;
        mul_en_e     <= '0;
        div_en_e     <= '0;
    end else if (stall && !cache_stall) begin
        reg_write_e  <= '0;
        result_src_e <= '0;
        mem_write_e  <= '0;
        jump_e       <= '0;
        branch_e     <= '0;
        alu_ctrl_e   <= '0;
        alu_src_e    <= '0;
        funct3_e     <= '0;
        jalr_e       <= '0;
        op1_pc_e     <= '0;
        rd1_e        <= '0;
        rd2_e        <= '0;
        pc_e         <= '0;
        rd_e         <= '0;
        rs1_e        <= '0;
        rs2_e        <= '0;
        imm_ext_e    <= '0;
        pc_plus4_e   <= '0;
        rs1_used_e   <= '0;
        rs2_used_e   <= '0;
        mul_ctrl_e   <= '0;
        div_ctrl_e   <= '0;
        mul_en_e     <= '0;
        div_en_e     <= '0;
    end else if (!div_stall && !cache_stall) begin
        reg_write_e  <= reg_write_d;
        result_src_e <= result_src_d;
        mem_write_e  <= mem_write_d;
        jump_e       <= jump_d;
        branch_e     <= branch_d;
        alu_ctrl_e   <= alu_ctrl_d;
        alu_src_e    <= alu_src_d;
        funct3_e     <= funct3_d;
        jalr_e       <= jalr_d;
        op1_pc_e     <= op1_pc_d;
        rd1_e        <= rd1_d;
        rd2_e        <= rd2_d;
        pc_e         <= pc_d;
        rd_e         <= rd_d;
        rs1_e        <= rs1_d;
        rs2_e        <= rs2_d;
        imm_ext_e    <= imm_ext_d;
        pc_plus4_e   <= pc_plus4_d;
        rs1_used_e   <= rs1_used_d;
        rs2_used_e   <= rs2_used_d;
        mul_ctrl_e   <= mul_ctrl_d;
        div_ctrl_e   <= div_ctrl_d;
        mul_en_e     <= mul_en_d;
        div_en_e     <= div_en_d;
    end
end
endmodule
[flow/run.sh]
#!/bin/bash
# OpenROAD 26Q1-2900-gdf79404cd8, Yosys 0.63+post, stock flow scripts
make -C /OpenROAD-flow-scripts/flow DESIGN_CONFIG=/design/flow/config.mk WORK_HOME=/design/flow/orfs finish
==> impl_metrics.py <==
# Synthesis and PnR figures
metrics = {
    "critical_path": {
        "start_kind": "flip-flop",
        "r2r-start": "pc_e[25]",
        "worst-path-buf-inv": 1,
        "path_depth": 1,
        "worstReg2RegEnd": "pc_e[25]",
        "cp.arrival_ps": 1110,
        "worst-setup-path-type": "flip-flop to output pin",
        "worstSetupEndpoint": "pc_e[13]",
        "cp_cell_sequence": "dlygate4sd2_1",
        "reg2regPathDepth": 3,
        "critPathTopFamily": "flip-flops",
        "crit_fanout": 2,
        "critPathSlowestCell": "dfrtp_1",
        "required_ps": 1200,
        "cp-end-kind": "output pin",
        "regToRegSetupSlack_ps": 710,
        "slowest_delay_ps": 380,
        "setup.worst_path.start": "pc_e[13]",
    },
    "detailed_routing": {
        "dr.pass1.iters": 6,
        "route.final.wire_length_mm": 30.1,
        "ant_nets": 0,
        "wl_per_cell_um": 19.3,
        "routed_via_density": 5.28,
        "drc": 0,
        "vias": 8241,
        "initialDrtViolationCount": 364,
    },
    "power": {
        "powerDensity_nw_per_um2": 876,
        "irDropWorstVdd_uv": 802,
        "power_leakage_nw": 6.30,
    },
    "synth": {
        "yosys-stat-area_sq_um": 8530,
        "yosysWarnings": 1,
        "synthDistinctLibCells": 14,
        "synth_flop_count": 199,
        "syn_area_sq_um": 8530,
        "synthCells": 898,
        "postSynthSeqShare": 0.584,
        "ys_cells": 898,
        "syn_avg_cell_area_sq_um": 9.50,
    },
    "final_timing": {
        "worst_pin_slew_ps": 766,
        "rsz0062_at_grt": "no",
        "slew_violations": 0,
        "max_freq_mhz": 710,
        "setup_viol": 0,
        "max_slew_margin": 0.489,
        "post-route-period-util": 0.939,
        "whs_ps": 322,
        "fin_skew_ps": 0,
        "hold_viol_final": 0,
        "fin_crit_ps": 1410,
        "tns_ps": 0,
    },
    "floorplan": {
        "io_pins": 404,
        "core_area_sq_um": 21000,
        "dieWidth_um": 148,
        "fp_util": 0.407,
        "die_area_sq_um": 21900,
        "die_h_um": 148,
        "std_cell_rows": 53,
    },
    "cts": {
        "insertion_delay_ps": 430,
        "clockRootBuffer": "clkbuf_16",
        "htreeDepth": 4,
        "clk_pin_slew_worst_paths_ps": 70,
        "cts_tree": "built",
        "clock_path_buffers": 2,
        "cts-buffers-inserted": 17,
        "clkSinkCount": 199,
    },
    "finish": {
        "drive_above_1_share": 0.0693,
        "final_cell_mix": "clkdlybuf4s50_1 (201), a21oi_1 (199), dfrtp_1 (199), dlygate4sd2_1 (199), o21ai_1 (106)",
        "area_delta_synth_final_pct": 58.0,
        "lay_top_count": "clkdlybuf4s50_1",
        "post-route-util": 0.643,
    },
    "placement": {
        "numPortBuffers": 403,
        "routabilityCongestion": 0.861,
        "dp_hpwl_mm": 20.2,
    },
    "grt": {
        "track_usage": 0.286,
        "grt_max_degree": 159,
        "antenna_found_initial": 2,
        "grt_pass1_vias": 8291,
        "grt_pass1_wl_mm": 46.5,
        "gr-total-overflow": 0,
    },
    "worst_hold_path": {
        "hp-class": "input pin to flip-flop",
        "holdPathStages": 3,
        "hp-start": "flush",
    },
    "flow_run": {
        "warning_count": 29,
        "cap_violations": 0,
    },
    "run_status": {
        "status": "completed",
    },
}
routing by layer:
layer	GRT usage	vias to the layer above	share of wire
li1	-	3892	-
met4	0.0629	2	0.028
met5	0	-	0.00043
met2	0.443	305	0.47
met3	0.101	46	0.096
met1	0.403	3996	0.40
worst reg2reg max path, stage by stage, from the launching register on:
cell and delay, ps:
dfrtp_1 380, buf_4 130, o21ai_0 70, a21oi_1 90
per-stage QoR:
step / worst slack (ps) / std cells / total power, W / area (sq um)
2_1_floorplan: -1370 / 898 / 0.00621 / 8540
3_3_place_gp: -234 / 1514 / 0.00735 / 13000
3_5_place_dp: -280 / 1514 / 0.00735 / 13000
4_1_cts: 59.1 / 1560 / 0.0119 / 13500
5_1_grt: 28.4 / 1561 / 0.0123 / 13500
6_report: 91.1 / 1561 / 0.0118 / 13500
Yosys cell counts, drive strengths merged:
cell type	instances	share of area
a21oi	199	0.12
inv	1	0.00044
buf	33	0.020
nor2	1	0.0013
nand3b	99	0.087
o21ai	199	0.12
nand2	100	0.044
nor2b	1	0.00073
dfrtp	199	0.58
clkbuf	65	0.029
nor3	1	0.00059
worst min path at each step:
stage          end  slack (ps)
6_report  pc_e[30]         320
5_1_grt   rd1_e[6]         340
4_1_cts   rd2_e[0]         310
sequential cells by signal (all words and copies together), names as in the netlist, 2 cells and up:
| register | cells |
|---|---|
| pc_plus4_e | 32 |
| pc_e | 32 |
| rs2_e | 5 |
| mul_ctrl_e | 2 |
| rs1_e | 5 |
| funct3_e | 3 |
| alu_ctrl_e | 4 |
| div_ctrl_e | 2 |
| result_src_e | 2 |
| rd1_e | 32 |
| rd_e | 5 |
| imm_ext_e | 32 |
| rd2_e | 32 |
power breakdown:
part / leakage [nW] / internal (W) / switching (W)
combinational: 3.27 / 0.000872 / 0.000717
sequential: 2.75 / 0.00550 / 0.0000609
clock: 0.290 / 0.00249 / 0.00218
timing repair:
item / 4_1_cts / 5_1_grt
endpoints found under the setup margin: 199 / 0
hold buffers: 0 / 0
resized: 199 / 0
buffers inserted: 14 / 0
logic make-up after synthesis:
kind of cell | share of synthesized area
flops | 0.584
simple gates | 0.134
buf+inv | 0.0491
compound gates | 0.233
layout make-up:
type / count / area, sq um
Tap cell: 275 / 344
Multi-Input combinational cell: 600 / 3150
Sequential cell: 199 / 4980
Inverter: 1 / 7.51
Antenna cell: 1 / 2.50
Clock inverter: 12 / 131
Fill cell: 1825 / 7470
Clock buffer: 20 / 467
Timing Repair Buffer: 453 / 4400
Power and IR drop assume default switching activity.
