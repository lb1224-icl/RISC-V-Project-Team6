[flow/run.sh]
#!/bin/bash
# OpenROAD 26Q1-2900-gdf79404cd8, Yosys 0.63+post, stock flow scripts
make -C /OpenROAD-flow-scripts/flow DESIGN_CONFIG=/design/flow/config.mk WORK_HOME=/design/flow/orfs finish
[flow/config.mk]
export PLATFORM = sky130hd
export DESIGN_NAME = bpu
export DESIGN_NICKNAME = bpu
export VERILOG_FILES = /design/flow/design.v
export SDC_FILE = /design/flow/constraint.sdc
export NUM_CORES = 4
export LEC_CHECK = 1
export CORE_UTILIZATION = 40
[flow/constraint.sdc]
current_design bpu

set clk_period 24.0
set clk_io_pct 0.2

create_clock -name clk0 -period $clk_period [get_ports {clk}]

set non_clock_inputs [all_inputs -no_clocks]
set_input_delay [expr $clk_period * $clk_io_pct] -clock clk0 $non_clock_inputs
set_output_delay [expr $clk_period * $clk_io_pct] -clock clk0 [all_outputs]
[flow/design.v]
module bpu #(
    parameter CACHE_SIZE = 16,     
    parameter ADDR_WIDTH = 32,      
    parameter WIDTH = 32
)(
    input  logic             clk,
    input  logic             rst,
    input  logic [WIDTH-1:0] ins,        
    input  logic [WIDTH-1:0] pc,         
    input  logic [WIDTH-1:0] pc_tu,    
    input  logic [WIDTH-1:0] pcplusimm_tu,
    input  logic             eq,         
    input  logic             jump,  
    input  logic             branch,
    input  logic [WIDTH-1:0] pc_circuit,
    input  logic             branch_predicted_e,
    output logic [WIDTH-1:0] pc_next,
    output logic             branch_predicted,
    output logic             flush_o
);
logic [WIDTH-1:0] pc_tu_o;     
logic             branch_en;   
logic [WIDTH-1:0] pc_target;
logic             flush;
assign flush_o = flush;
tuu TUU (
    .clk(clk),
    .rst(rst),
    .ins(ins),         
    .pc(pc),          
    .pc_tu_i(pc_tu),     
    .pcplusimm_tu(pcplusimm_tu), 
    .eq(eq),          
    .jump(jump),   
    .branch(branch),
    .branch_predicted_e(branch_predicted_e),
    .pc_tu_o(pc_tu_o),     
    .branch_en(branch_en),   
    .pc_target(pc_target),    
    .flush(flush)
);
npu NPU (
    .pc_circuit(pc_circuit),
    .pc_fetch(pc),
    .flush(flush),
    .pc_tu(pc_tu_o),
    .pcplusimm_tu(pcplusimm_tu),   
    .branch_en(branch_en),
    .pc_target(pc_target),
    .pc_next(pc_next),
    .branch_predicted(branch_predicted)
);
endmodule
module cache #(
    parameter CACHE_SIZE = 16,     
    parameter ADDR_WIDTH = 32,      
    parameter WIDTH = 32
)(
    input  logic                   clk,
    input  logic                   reset,
    input  logic [ADDR_WIDTH-1:0]  wr_addr,         
    input  logic [ADDR_WIDTH-1:0]  rd_addr,
    input  logic [WIDTH-1:0]       data_in0,    
    input  logic [WIDTH-1:0]       data_in1,    
    input  logic [1:0]             data_in2,    
    input  logic                   write_en,   
    output logic [WIDTH-1:0]       data_out1,  
    output logic [1:0]             data_out2,  
    output logic [1:0]             data_out3,
    output logic                   hit1,         
    output logic                   hit2
);
    localparam LINE_ADDR_WIDTH = $clog2(CACHE_SIZE);  
    localparam TAG_WIDTH = ADDR_WIDTH - LINE_ADDR_WIDTH;  
    logic [LINE_ADDR_WIDTH-1:0] wr_line_index;
    logic [LINE_ADDR_WIDTH-1:0] rd_line_index;
    logic [TAG_WIDTH-1:0]       wr_addr_tag;
    logic [TAG_WIDTH-1:0]       rd_addr_tag;
    assign wr_line_index = wr_addr[LINE_ADDR_WIDTH-1:0];
    assign rd_line_index = rd_addr[LINE_ADDR_WIDTH-1:0];
    assign wr_addr_tag   = wr_addr[ADDR_WIDTH-1:LINE_ADDR_WIDTH];
    assign rd_addr_tag   = rd_addr[ADDR_WIDTH-1:LINE_ADDR_WIDTH];
    logic [WIDTH-1:0] cache_data0 [CACHE_SIZE-1:0];
    logic [WIDTH-1:0] cache_data1 [CACHE_SIZE-1:0];
    logic [1:0]  state       [CACHE_SIZE-1:0];
    logic        valid       [CACHE_SIZE-1:0];
    logic [TAG_WIDTH-1:0] tag [CACHE_SIZE-1:0];
    always_ff @(negedge clk or posedge reset) begin
        if (reset) begin
            for (int i = 0; i < CACHE_SIZE; i++) begin
                valid[i]       <= 1'b0;
                cache_data0[i] <= 32'd0;
                cache_data1[i] <= 32'd0;
                state[i]       <= 2'd0;
                tag[i]         <= {TAG_WIDTH{1'b0}};
            end
        end else if (write_en) begin
            cache_data0[wr_line_index] <= data_in0;
            cache_data1[wr_line_index] <= data_in1;
            state[wr_line_index]       <= data_in2;
            tag[wr_line_index]         <= wr_addr_tag;
            valid[wr_line_index]       <= 1'b1;
        end
    end
    assign hit1 = valid[rd_line_index] && (tag[rd_line_index] == rd_addr_tag);
    assign hit2 = valid[wr_line_index] && (tag[wr_line_index] == wr_addr_tag);
    assign data_out1 = hit1 ? cache_data1[rd_line_index] : 32'd0;
    assign data_out2 = hit1 ? state[rd_line_index]       : 2'd0;
    assign data_out3 = hit2 ? state[wr_line_index]       : 2'd0;
endmodule
module fd(
    input  logic  eq,
    input  logic  branch_predicted,
    input  logic  jump,
    input  logic  branch,
    output logic flush
);
always_comb begin
    if (jump) begin
        flush = ~branch_predicted;
    end
    else if (branch) begin
        flush = !(eq == branch_predicted);
    end
    else begin
        flush = 0;
    end
end
endmodule
module npu #(
    parameter WIDTH = 32
) (
    input  logic [WIDTH-1:0] pc_circuit,
    input  logic [WIDTH-1:0] pc_fetch,
    input  logic             flush,
    input  logic [WIDTH-1:0] pc_tu,
    input  logic [WIDTH-1:0] pcplusimm_tu,   
    input  logic             branch_en,
    input  logic [WIDTH-1:0] pc_target,
    output logic [WIDTH-1:0] pc_next,
    output logic             branch_predicted
);
logic [WIDTH-1:0] pc_branch_en;
logic [WIDTH-1:0] pc_fetch_p4;
logic [WIDTH-1:0] pc_tu_p4;
logic [WIDTH-1:0] pc_flush;
pc_inc #(.WIDTH(WIDTH)) u_pc_fetch_inc (
    .pc     (pc_fetch),
    .inc_pc (pc_fetch_p4)
);
pc_inc #(.WIDTH(WIDTH)) u_pc_tu_inc (
    .pc     (pc_tu),
    .inc_pc (pc_tu_p4)
);
mux_2 #(.D_WIDTH(WIDTH)) pc_from_TUU_mux (
    .in0(pc_fetch_p4),
    .in1(pc_target),
    .sel(branch_en),
    .out(pc_branch_en)
);
logic use_pc_tu_p4;
assign use_pc_tu_p4 = (pc_circuit == pc_fetch_p4) || (pc_circuit == 0);
assign pc_flush = use_pc_tu_p4 ? pc_tu_p4 : 
                  ((pcplusimm_tu != 0 && pcplusimm_tu != pc_tu_p4) ? pcplusimm_tu : pc_circuit);
mux_2 #(.D_WIDTH(WIDTH)) pc_out_mux (
    .in0(pc_branch_en),
    .in1(pc_flush),
    .sel(flush),
    .out(pc_next)
);
always_comb begin
    branch_predicted = branch_en;
end
endmodule
module tuu #(
    parameter WIDTH = 32
) (
    input  logic             clk,
    input  logic             rst,
    input  logic [WIDTH-1:0] ins,         
    input  logic [WIDTH-1:0] pc,          
    input  logic [WIDTH-1:0] pc_tu_i,     
    input  logic [WIDTH-1:0] pcplusimm_tu, 
    input  logic             eq,          
    input  logic             jump,   
    input  logic             branch,
    input  logic             branch_predicted_e,
    output logic [WIDTH-1:0] pc_tu_o,     
    output logic             branch_en,   
    output logic [WIDTH-1:0] pc_target,    
    output logic             flush
);
logic b_or_j;
logic [1:0] state_wr_int1;
logic [1:0] next_state;
logic [1:0] state_rd_intermediate;
logic hit1;
logic hit2;
logic write_en;
logic [WIDTH-1:0] pc_intermediate;
logic             is_jal;
logic             is_branch;
logic [WIDTH-1:0] jal_imm;
logic [WIDTH-1:0] branch_imm;
logic [WIDTH-1:0] jal_target;
logic [WIDTH-1:0] branch_target;
logic [WIDTH-1:0] pc_target_mux_in0;
fd FD(
    .eq(eq),
    .branch_predicted(branch_predicted_e),
    .jump(jump),
    .branch(branch),
    .flush(flush)
);
assign pc_tu_o = pc_tu_i;
assign write_en = (jump||branch);
always_comb begin
    b_or_j = (ins[6:0] == 7'b1100011) ||   
             (ins[6:0] == 7'b1101111);      
    is_jal = (ins[6:0] == 7'b1101111);      
    is_branch = (ins[6:0] == 7'b1100011);   
end
always_comb begin
    jal_imm = {{11{ins[31]}}, ins[31], ins[19:12], ins[20], ins[30:21], 1'b0};
end
always_comb begin
    branch_imm = {{19{ins[31]}}, ins[31], ins[7], ins[30:25], ins[11:8], 1'b0};
end
assign jal_target = pc + jal_imm;
assign branch_target = pc + branch_imm;
cache bp_cache (
    .clk(clk),  
    .reset(rst),
    .wr_addr(pc_tu_i),         
    .rd_addr(pc),
    .data_in0(pc_tu_i),    
    .data_in1(pcplusimm_tu),    
    .data_in2(next_state),    
    .write_en(write_en),   
    .data_out1(pc_intermediate),  
    .data_out2(state_rd_intermediate),  
    .data_out3(state_wr_int1),
    .hit1(hit1),
    .hit2(hit2)
);
assign pc_target_mux_in0 = is_jal ? jal_target : (is_branch ? branch_target : pc);
mux_2 pc_mux (
    .in0(pc_target_mux_in0),
    .in1(pc_intermediate),
    .sel(hit1),
    .out(pc_target)
);
logic is_backward_branch;
assign is_backward_branch = is_branch && branch_imm[31];  
assign branch_en = is_jal ? 1'b1 : 
                   ((b_or_j && hit1) ? state_rd_intermediate[1] : 
                    (is_backward_branch ? 1'b1 : 1'b0));  
always_comb begin
    next_state = state_wr_int1;  
    if (write_en) begin
        if (!hit2) begin
            if (jump && !branch) begin
                next_state = 2'b11;
            end else begin
                case (eq)
                    1'b0: next_state = 2'b00;   
                    1'b1: next_state = 2'b11;   
                endcase
            end
        end
        else begin
            if (!eq) begin  
                case (state_wr_int1)
                    2'b01: next_state = 2'b01;
                    2'b00: next_state = 2'b01;
                    2'b10: next_state = 2'b00;
                    2'b11: next_state = 2'b10;
                endcase
            end 
            else begin  
                case (state_wr_int1)
                    2'b01: next_state = 2'b00;
                    2'b00: next_state = 2'b10;
                    2'b10: next_state = 2'b11;
                    2'b11: next_state = 2'b11;
                endcase
            end
        end
    end
end
endmodule
module mux_2 #(
    D_WIDTH = 32
) (
    input  logic [D_WIDTH-1:0] in0,
    input  logic [D_WIDTH-1:0] in1,
    input  logic               sel,
    output logic [D_WIDTH-1:0] out
);
    assign out = sel ? in1 : in0;
endmodule
module pc_inc #(
    parameter WIDTH = 32
) (
    input  logic [WIDTH-1:0] pc,
    output logic [WIDTH-1:0] inc_pc
);
assign inc_pc = pc + 32'b100;
endmodule
==> impl_metrics.py <==
# Physical implementation metrics
metrics = {
    "status": {
        "outcome": "finished clean",
    },
    "worst_setup_path": {
        "r2r-start": "TUU.bp_cache.tag[3][8]$_DFFE_NP0P_",
        "slowest_delay_ps": 850,
        "start_kind": "flop",
        "worst_setup_path_end_kind": "primary output",
        "cp_cell_sequence": "a222oi_1, a21oi_1, a2111oi_0, buf_4, a211o_1, o2111ai_1, nor4_1, nand3_1, nor4_4, buf_4, mux2_2, nor2_1, a221oi_1, clkdlybuf4s50_1",
        "cpLargestDelayFamily": "AND-OR/OR-AND gates",
        "path_buffers": 3,
        "r2r_cells": 11,
        "startpoint": "TUU.bp_cache.tag[14][5]$_DFFE_NP0P_",
        "crit_top_cell": "buf_4",
        "crit_required_ps": 19200,
        "cp.depth": 14,
        "r2r_slack_ps": 19610,
        "criticalPathCategory": "flop to primary output",
        "worstPathMaxFanout": 48,
        "r2r_end": "TUU.bp_cache.state[7][0]$_DFFE_NP0P_",
        "crit_slowest_cell": "a2111oi_0",
        "critPathArrivalTime_ps": 17900,
        "cp-endpoint": "pc_next[27]",
    },
    "global_routing": {
        "grt_pass1_wl_mm": 386,
        "grtUsageTotal": 0.395,
        "antenna_found_initial": 19,
        "grt_pass1_vias": 51400,
        "grt_overflow": 0,
        "grt_max_degree": 130,
    },
    "synthesis": {
        "yosysUniqueCellTypes": 98,
        "ys_chip_area_um2": 56700,
        "netlist_area_um2": 56700,
        "yosys.stat.seqShare": 0.445,
        "ys_cells": 6204,
        "synth-main-ff-cell": "dfrtn_1",
        "ys_top_cells_by_area": "dfrtn_1 45%, nand2_1 11%, mux2_2 8.1%",
        "yosys_warnings": 9,
        "synth_top_area_share": 0.445,
        "avgSynthCellArea_um2": 9.14,
        "synth-edff-count": 0,
        "synthArstFlopShare": 1.00,
        "top_cell": "nand2_1",
        "ys.flops": 1008,
        "synth.largest_area_cell": "dfrtn_1",
        "netlist_instances": 6204,
        "top_cells_by_count": "1,603 x nand2_1, 1,008 x dfrtn_1, 417 x clkbuf_1",
    },
    "clock_tree": {
        "cts_hold_buffers": 0,
        "cts_tree": "done",
        "clock_path_buffers": 3,
        "h-tree-depth": 3,
        "clk_pin_slew_ps": 40,
        "cts-root-buf": "clkbuf_16",
        "numCtsBuffers": 110,
        "cts_setup_buffers": 0,
        "cts-resized-gates": 0,
        "clock_sinks": 1008,
        "insertion_delay_ps": 710,
    },
    "floorplan": {
        "rows": 137,
        "die_area_um2": 143000,
        "pin_count": 200,
        "core-area_um2": 140000,
        "floorplan.core_util": 0.405,
        "die_h_um": 378,
        "fp.dieW_um": 378,
    },
    "drt": {
        "postRouteAntennaNets": 0,
        "via_count": 52800,
        "vias_per_cell": 6.48,
        "wire_per_inst_um": 33.4,
        "first_pass_iters": 7,
        "drc": 0,
        "wirelength_mm": 272,
        "drt_iter0_markers": 5926,
    },
    "power_and_ir_drop": {
        "p_total_mw": 5.29,
        "irDropWorstVdd_mv": 0.0625,
        "clockPowerShare": 0.340,
        "net-switching-power_mw": 1.70,
        "pwr-share-seq": 0.452,
        "leakage_nw": 28.5,
        "power_density_nw_per_um2": 81.7,
        "p_int_mw": 3.59,
        "swShare": 0.321,
        "p_comb_frac": 0.208,
    },
    "sta": {
        "tns_ps": 0,
        "setup_viol": 0,
        "fin_skew_ps": 51.9,
        "slew_headroom": 0.205,
        "slew_viol_final": 0,
        "rsz0062_at_grt": "false",
        "finalHoldViolations": 0,
        "tightest_slew_ps": 1190,
    },
    "final_layout": {
        "layout.cells.non_filler": 8146,
        "drive_gt1_frac": 0.153,
        "finalInstanceArea_um2": 64800,
        "area_growth_pct": 14.3,
    },
    "run": {
        "tool_warnings": 42,
        "drv_cap": 0,
    },
    "placement": {
        "dp_cells": 7936,
        "hpwlAfterDp_mm": 177,
        "place_area_um2": 60900,
        "gp_congestion": 1.05,
        "portBuffers": 199,
    },
    "hold_path": {
        "hold_path.class": "flop to flop",
    },
}
worst min-delay path: stages (launching register included):
cell and delay (ps):
dfrtn_1 400, nand2_1 50, nand2_1 60
power by group through the flow:
stage / Sequential [mW] / Clock, mW / Combinational, mW
after global routing: 2.44 / 1.88 / 1.19
final: 2.39 / 1.80 / 1.10
after CTS: 2.38 / 1.82 / 1.08
stage by stage:
step	utilization	worst slack [ps]	hold slack, ps
floorplan	-	-6310	402
global placement	0.435	1650	413
detailed placement	0.435	1560	419
CTS	0.462	1310	424
global route	0.462	1150	430
finish	0.462	1300	423
cell families after synthesis:
family                     count (synthesis)  synth area share
xor gates and xnor gates                 169            0.0274
muxes                                    547             0.109
buffers and inverters                    645            0.0463
DFF                                     1008             0.445
AOI/OAI and AO/OA                       1486             0.186
adders and majority gates                 56            0.0126
and+or+nand+nor                         2293             0.174
cell type report:
type / instances / area [um2]
antenna: 3 / 7.51
clock buffer: 155 / 3220
timing repair buffer: 441 / 3860
sequential: 1008 / 25200
multi-input combinational: 4551 / 29200
clock inverter: 52 / 653
tap: 1876 / 2350
inverter: 60 / 229
fill: 13000 / 75300
layout by cell type (no fill, tap or decap), types with 100 or more instances in the layout:
master / synthesis / final
a221oi_1: 117 / 117
mux2_2: 406 / 406
xnor2_1: 100 / 100
nand3_1: 120 / 111
a21oi_1: 161 / 161
mux2i_1: 126 / 126
a22oi_1: 242 / 242
buf_4: 5 / 240
clkdlybuf4s50_1: 0 / 195
nand2_1: 1603 / 1600
nor2_1: 179 / 167
clkbuf_16: 0 / 111
o21ai_0: 354 / 354
dfrtn_1: 1008 / 1008
registers in the layout, indices dropped and copies added, names as in the netlist:
name,flops
TUU.bp_cache.state,32
TUU.bp_cache.cache_data1,512
TUU.bp_cache.valid,16
TUU.bp_cache.tag,448
per-layer routing:
metal / global-route usage / share of wire / vias up
li1: - / - / 22200
met1: 0.532 / 0.38 / 26300
met2: 0.549 / 0.42 / 3389
met3: 0.178 / 0.13 / 897
met4: 0.193 / 0.063 / 36
met5: 0.0144 / 0.0018 / -
worst min-delay path by stage:
stage | cells past startpoint | slack, ps | from | to
4_1_cts | 2 | 420 | TUU.bp_cache.cache_data1[0][13]$_DFFE_NP0P_ | TUU.bp_cache.cache_data1[0][13]$_DFFE_NP0P_
5_1_grt | 2 | 430 | TUU.bp_cache.cache_data1[9][19]$_DFFE_NP0P_ | TUU.bp_cache.cache_data1[9][19]$_DFFE_NP0P_
6_report | 2 | 420 | TUU.bp_cache.cache_data1[1][18]$_DFFE_NP0P_ | TUU.bp_cache.cache_data1[1][18]$_DFFE_NP0P_
Power is estimated from default activity; no workload was simulated.
